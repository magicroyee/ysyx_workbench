`design.v`:
```
module barrel_shifter (
    input clk,
    input rstn,
    input [7:0] din,
    input [2:0] shamt,
    input lr,
    input al,
    output reg [7:0] dout
);
    wire [31:0] shift;
    assign shift = {29'b0, shamt};
    integer i;
    always @(posedge clk or negedge rstn) begin
        if (!rstn) begin
            dout <= 8'b0;
        end
        else begin
            for (i=0; i<8; i=i+1) begin
                if (lr) begin
                    if (i < shamt) begin
                        dout[i] <= 1'b0;
                    end
                    else if (i < 7) begin
                        dout[i] <= din[i-shift];
                    end
                    else begin
                        dout[i] <= al? din[7] : 1'b0;
                    end
                end
                else begin
                    if (i < (8-shift)) begin
                        dout[i] <= din[i+shift];
                    end
                    else begin
                        dout[i] <= al? din[7] : 1'b0;
                    end
                end
            end
        end
    end
endmodule
```
`run.sh`:
```
#!/bin/bash
# OpenROAD 26Q1-2900-gdf79404cd8, Yosys 0.63+post, stock flow scripts
make -C /OpenROAD-flow-scripts/flow DESIGN_CONFIG=/design/flow/config.mk WORK_HOME=/design/flow/orfs finish
```
`config.mk`:
```
export PLATFORM = sky130hd
export DESIGN_NAME = barrel_shifter
export DESIGN_NICKNAME = barrel_shifter
export VERILOG_FILES = /design/flow/design.v
export SDC_FILE = /design/flow/constraint.sdc
export NUM_CORES = 4
export LEC_CHECK = 1
export CORE_AREA = 10 10 82 82
export DIE_AREA = 0 0 92 92
export SYNTH_HDL_FRONTEND = slang
```
`constraint.sdc`:
```
current_design barrel_shifter

set clk_period 1.0
set clk_io_pct 0.2

create_clock -name clk0 -period $clk_period [get_ports {clk}]

set non_clock_inputs [all_inputs -no_clocks]
set_input_delay [expr $clk_period * $clk_io_pct] -clock clk0 $non_clock_inputs
set_output_delay [expr $clk_period * $clk_io_pct] -clock clk0 [all_outputs]
```
==> GITHUB_STEP_SUMMARY <==
## Synthesis and layout report

| Metric | Value |
|---|---|
| DRT Pass-1 Iters | 4 |
| Fmax | between 0.5 and 0.6 GHz |
| Crit-path max FO | 6 |
| Number of rows in the core area | 26 |
| IR drop worst, VDD | ~0.34 mV |
| Register ranked first by flip-flop count | dout |
| Biggest regs | dout: 8 flops |
| Mean post-synth cell area | roughly 10 sq um |
| Static Leak | ~0.00096 uW |
| Final weighted congestion in routability-driven placement | between 0.8 and 0.9 |
| Remaining antenna violation count after routing | 0 |
| Via total after detailed routing | between 1k and 1.5k |
| Part of the power in registers | between 20% and 30% |
| Met1 wire length | 1830 microns |
| Total I/O pin count | 23 |
| Log Warnings | 33 |
| Initial antenna violation count | 0 |
| Buf/Inv on CP | 4 |
| Total core area | 5070 sq um |
| First-iteration detailed-routing DRC count | between 100 and 150 |
| Adder and majority cell fraction of the synthesized area | 8.45% |
| WL/cell | 15.7 microns |
| Crit path max-delay family | multiplexers |
| Clock input transition at the sequential cells of the worst setup and hold paths | ~40 ps |
| Yosys Instances | 128 |
| Instance area after placement | approximately 1900 sq um |
| Post-Synthesis Cells | ~130 |
| Worst slew margin | between 70% and 80% |
| Critical path startpoint category | input port |
| Hold Violations, Final | 0 |
| Clock tree from TritonCTS | yes |
| Core utilization of the finished layout | 42.7% |
| Synthesized flop and latch total | 8 |
| Final total power | between 1500 and 2000 uW |
| Fraction of the mapped netlist area in compound gates | about a tenth |
| Metal3 WL | approximately 270 microns |
| Number of violations of the max-capacitance limit | 0 |
| Worst EP arrival | roughly 1800 ps |
| Combinational Power Share | 59.8% |
| Post-Syn Area | 1330 sq um |
| Largest net degree at the start of global routing | 19 |
| Critical-path top delay cell | mux4_2 |
| Largest cells by area | mux2i_1, dfrtp_1, mux4_2 |
| Violated checks | negative setup slack |
| Layout area overhead | 62.7% |
| Met2 layer wire length in the routed design | 1920 microns |
| Final min period | 1690 ps |
| Required time worst endpoint | 1140 ps |
| Average vias per placed instance | just under 5 |
| Level count of the clock H-tree | 1 |
| Number of input and output port buffers inserted | 22 |
| Highest metal layer used by the detailed router | met4 |
| Final wirelength | between 4000 and 5000 microns |
| Clock buffer count from CTS | 3 |
| Sequential fraction of the synthesis area | around 15% |
| Slew Viols, Final | 0 |
| Biggest cell delay along the critical path | 500 ps |
| Yosys warning total | 0 |
| Post-synth mux share | between 40% and 50% |
| Flip-flop count of the largest register, all copies and words added | 8 |
| DP HPWL | ~3000 microns |
| Width of the die | between 90 and 100 microns |
| Cell breakdown of the critical path | buf_8 > buf_6 > inv_6 > ha_4 > buf_6 > mux2i_1 > mux4_2 > mux2_4 > o22ai_2 |
| Post-synthesis simple-gate area fraction | under 10% |
| Post-route design area | between 2000 and 2500 sq um |
| Distinct cells, synth | 29 |
| Chip Area, Yosys | between 1000 and 1500 sq um |
| Setup violation total in the final timing report | 8 |
| Hold Buf Count CTS | 0 |
| Worst-case clock buffer depth | 2 |
| Max-area cell share | between 10% and 20% |
| Xor and xnor area share after synthesis | 0% |
| Main logic family | multiplexers |
| Status | finished with violations |
| Worst Setup Path Type | in -> reg |
| Worst setup slack after layout | -694 ps |
| Fin Hold WS | around 240 ps |
| Residual DRC count | 0 |
| Kind of path behind the tightest hold check | in -> async |
| Sum of negative setup slack | -4990 ps |
| Vertical die dimension | 92 microns |
| Filler cell count | roughly 470 |
| CTS root buffer | clkbuf_8 |
| Antenna diodes | 0 |
| Crit path top cell by count | buf_6 |
| Share of the clock period used by the worst path | 169% |
| Fraction of final layout cells with drive strength greater than 1 | between 50% and 60% |
| Multi-input combinational cell area | ~1200 sq um |
| Worst setup startpoint | shamt[0] |
| Total congestion overflow | 0 |
| Overall track demand over capacity in global routing | under 10% |
| Slew at the pin closest to its max-slew limit | between 300 and 400 ps |
| Unrepaired setup endpoints after global routing | yes |
| Post-synthesis cell type with the largest combined area | mux2i_1 |
| Register Area | about 200 sq um |
| Net switching power | 567 uW |
| Share of power burned in the clock network | about a fifth |
| Share of the core filled by cells before placement | a little over a quarter |
| Proportion of total power due to net switching | between 30% and 40% |
| Area of the die | 8460 sq um |
| Number of global-route vias before repair | ~1.3k |
| Wire length of the first global-routing pass | about 6700 microns |
| Endpoint kind of the worst setup timing path | register |
| Cell internal pwr | ~1300 uW |
| Power density over the cells | approximately 850 nW/um^2 |
| Sink Count | 8 |
## routing by layer
layer  GRT usage (%)  vias to the layer above
li1                -                      611
met1            12.5                      622
met2            15.0                       39
met3            2.80                        4
met4            1.54                        0
met5               0                        -
## what timing repair did
action | in CTS | in global routing
setup endpoints to repair | 16 | 8
setup buffers | 18 | 0
resized | 73 | 9
gates cloned | 1 | 0
pin swaps | 13 | 8
## kinds of logic after synthesis
kind of cell,Yosys count
AND-OR/OR-AND,19
adder cells (fa/ha/maj),9
buffers and inverters,24
flip-flops,8
multiplexers,44
AND/OR/NAND/NOR,24
## final cells by class
cell class,count,share of cell area (%)
multi-input combinational,96,53.7
clock buffer,3,1.90
tap,70,4.04
inverter,7,1.79
sequential,8,9.23
timing repair buffer,73,29.4
## how the worst max path moves through the flow
stage	slack, ps	end	depth (start not counted)
finish	-690	dout[1]$_DFF_PN0_	9
global route	-720	dout[2]$_DFF_PN0_	9
CTS	-700	dout[1]$_DFF_PN0_	9
## cell usage in the layout, fill, tap and decap left out, types with 2 or more instances in the layout
master / instances
inv_1: 2
buf_2: 2
a21o_1: 3
buf_6: 11
nor3_1: 6
mux2_2: 3
buf_8: 2
nor3_2: 2
mux2i_2: 3
mux2i_1: 21
ha_4: 6
mux4_2: 10
o32ai_1: 2
inv_2: 3
clkdlybuf4s50_1: 3
dlygate4sd2_1: 8
dfrtp_1: 8
ha_1: 3
clkdlybuf4s15_1: 8
a21oi_1: 4
mux2_4: 4
buf_4: 39
mux4_1: 3
clkbuf_8: 3
o22ai_1: 3
nand2_1: 6
nor2_1: 2
## power groups by stage
stage | Clock [uW] | Combinational [uW] | Sequential, uW
5_1_grt | 402 | 1190 | 383
4_1_cts | 381 | 1060 | 378
6_report | 367 | 1110 | 377
## per-stage QoR
step	worst slack, ps	instances
final	-694	257
after global routing	-719	257
after CTS	-698	257
after detailed placement	-1380	237
after global placement	-1370	237
after floorplan	-823	128
## cell usage after synthesis
cell type and n:
a21oi_1 5, mux4_2 8, a211oi_1 1, nand2_1 6, inv_1 6, nor4_1 2, and2_1 2, inv_2 1
nor2_1 2, buf_12 1, ha_1 9, clkbuf_1 1, dfrtp_1 8, a32o_1 2, buf_6 1, o32ai_1 3
nor3b_1 1, nor3_1 8, nor2b_1 1, a21o_1 3, mux4_1 5, or4_1 1, o22ai_1 4, a31o_1 1
nand2b_1 1, buf_2 10, mux2i_1 24, clkbuf_2 4, mux2_2 7
Power figures rest on the tool's default switching activity, not on a simulated workload.
