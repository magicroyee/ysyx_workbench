===== flow/run.sh =====
#!/bin/bash
# OpenROAD 26Q1-2900-gdf79404cd8, Yosys 0.63+post, stock flow scripts
make -C /OpenROAD-flow-scripts/flow DESIGN_CONFIG=/design/flow/config.mk WORK_HOME=/design/flow/orfs finish

===== flow/config.mk =====
export PLATFORM = sky130hd
export DESIGN_NAME = info_visual
export DESIGN_NICKNAME = info_visual
export VERILOG_FILES = /design/flow/design.v
export SDC_FILE = /design/flow/constraint.sdc
export NUM_CORES = 4
export LEC_CHECK = 1
export CORE_AREA = 10 10 70 70
export DIE_AREA = 0 0 80 80
export SYNTH_HDL_FRONTEND = slang

===== flow/design.v =====
module seg (
    input en,
    input [2:0] data,
    output reg [7:0] seg
);
    always @(*) begin
        if (!en) begin
            seg = 8'b11111111;
        end
        else begin
            case(data)
            3'd0: seg = 8'b00000011;
            3'd1: seg = 8'b10011111;
            3'd2: seg = 8'b00100101;
            3'd3: seg = 8'b00001101;
            3'd4: seg = 8'b10011001;
            3'd5: seg = 8'b01001001;
            3'd6: seg = 8'b01000001;
            3'd7: seg = 8'b00011111;
            default: seg = 8'b11111111;
            endcase
        end
    end
endmodule
module info_visual(
    input clk,
    input rstn,
    input key_valid,
    input [7:0] key_a,
    input [7:0] key_c,
    input [7:0] count,
    output [7:0] seg0,
    output [7:0] seg1,
    output [7:0] seg2,
    output [7:0] seg3,
    output [7:0] seg6,
    output [7:0] seg7
);
    seg seg0_inst(
        .en(key_valid),
        .data(key_c[3:0]),
        .seg(seg0)
    );
    seg seg1_inst(
        .en(key_valid),
        .data(key_c[7:4]),
        .seg(seg1)
    );
    seg seg2_inst(
        .en(key_valid),
        .data(key_a[3:0]),
        .seg(seg2)
    );
    seg seg3_inst(
        .en(key_valid),
        .data(key_a[7:4]),
        .seg(seg3)
    );
    seg seg6_inst(
        .en(1'b1),
        .data(count[3:0]),
        .seg(seg6)
    );
    seg seg7_inst(
        .en(1'b1),
        .data(count[7:4]),
        .seg(seg7)
    );
endmodule

===== flow/constraint.sdc =====
current_design info_visual

set clk_period 1.0
set clk_io_pct 0.2

create_clock -name clk0 -period $clk_period

set non_clock_inputs [all_inputs -no_clocks]
set_input_delay [expr $clk_period * $clk_io_pct] -clock clk0 $non_clock_inputs
set_output_delay [expr $clk_period * $clk_io_pct] -clock clk0 [all_outputs]

==> results_dict.tcl <==
# flow metrics
set metrics [dict create \
    final_antenna_violating_net_count 0 \
    crit_arrival_ns 0.97 \
    netlist-cell-type-count 18 \
    most_numerous_logic_cells_after_layout "sky130_fd_sc_hd__buf_2, sky130_fd_sc_hd__buf_6, sky130_fd_sc_hd__ha_4, sky130_fd_sc_hd__buf_4, sky130_fd_sc_hd__buf_8" \
    holdBufCountCts 0 \
    holdCritPathClass "in2out" \
    row_count 21 \
    worst_ir_drop_vdd_mv 0.2324 \
    crit_type "in2out" \
    most_frequent_standard_cell_in_the_layout_excluding_fill_and_tap_cells "sky130_fd_sc_hd__buf_2" \
    warnings 66 \
    cellLeakagePower_nw 1.109 \
    top_cells_by_area "sky130_fd_sc_hd__ha_1, sky130_fd_sc_hd__nand2b_1, sky130_fd_sc_hd__nor2b_1" \
    grt_setup_unrepaired "yes" \
    timing.critical_path.slowest_cell_delay_ns 0.14 \
    design.portCount 75 \
    antenna_cells_inserted 0 \
    n_clock_buffer 0 \
    overflow 0 \
    slowest_stage "sky130_fd_sc_hd__ha_4" \
    violated_checks "setup timing" \
    layout.filler_cells 223 \
    gp_routability_congestion 0.7856 \
    post_synth_inst_count 132 \
    global_route_wire_length_before_repair_mm 5.892 \
    yosysWarningCount 0 \
    globalRouteTotalUtil_pct 10.64 \
    worst_hold_slack_ns 0.7247 \
    syn-cell-area_um2 928.4 \
    final_layout_size_suffix_gt1_share_pct 85.22 \
    fp_util_pct 27.18 \
    routed_length_per_instance_um 13.43 \
    drt-total-wl_mm 3.708 \
    critPathMostFrequentCell "sky130_fd_sc_hd__buf_6" \
    drt-met1-wl_mm 1.655 \
    layout.sequential_cells 0 \
    grt_max_degree 11 \
    dieHeight_um 80 \
    cellPowerDensity_nw_per_um2 376.0 \
    top_area_cell "sky130_fd_sc_hd__ha_1" \
    crit_fanout 3 \
    areaGrowthSynthToFinish_pct 166.4 \
    share_of_the_yosys_chip_area_belonging_to_registers_pct 0 \
    synth_largest_type_area_fraction_pct 40.43 \
    worstHoldEndpoint "seg2[5]" \
    grt_pass1_vias 1256 \
    worstPathCellList "buf_8, inv_6, buf_6, buf_6, ha_4, nor2b_1, o21ai_1, buf_2" \
    period_minus_slack_ns 1.167 \
    port_buffers 61 \
    instances_no_fill 276 \
    design.die.area_um2 6400 \
    critPathLaunchType "primary input" \
    drt_first_pass_iters 2 \
    sequential_cell_area_um2 0 \
    max_freq_ghz 0.8566 \
    syn_avg_cell_area_um2 7.033 \
    dp_hpwl_mm 2.586 \
    post_drt_via_cell_ratio 4.319 \
    slew_viol_final 0 \
    critPathCaptureType "primary output" \
    layout.area.comb_um2 1433 \
    timing.hold.worst.start "key_valid" \
    wl_met3_um 250 \
    finalPower_mw 0.9300 \
    timing.hold.worst_path_depth 3 \
    drt_iter0_markers 9 \
    floorplan.core_area_um2 3416 \
    timing.final.hold_violations 0 \
    drc 0 \
    max_layer_used "met4" \
    result_of_the_run "complete, but fails checks" \
    antenna_violations_before_repair 0 \
    timing.final.crit_share_pct 116.7 \
    worst_slack_ns -0.1673 \
    placed_cells 267 \
    max_cap_violations 0 \
    yosys-stat-cells 132 \
    chipWidth_um 80 \
    route.vias.total 1192 \
    met2RoutedLength_mm 1.778 \
    setup_viol 38 \
    timing.critical_path.required_ns 0.80 \
    summed_standard_cell_area_reported_by_yosys_um2 928.4 \
]
[kinds of logic (layout without fill, tap and decap cells)]
logic type | count (synthesis) | in the layout | synth area share, %
AOI/OAI and AO/OA | 27 | 27 | 16.17
muxes | 3 | 3 | 3.369
and+or+nand+nor | 43 | 43 | 24.93
other | 1 | 6 | 0.4039
adders and majority gates | 30 | 30 | 40.43
buffers and inverters | 28 | 121 | 14.69
[power breakdown]
group          leakage, nW  switching [mW]  internal, mW
combinational         1.11           0.383         0.547
clock                    0               0             0
sequential               0               0             0
[through the flow]
stage / instance area, µm² / setup TNS [ns] / setup slack [ns] / utilization [%]
after CTS: 2315 / -3.151 / -0.1545 / 67.77
after detailed placement: 1798 / -36.53 / -1.009 / 52.64
after floorplan: 947.2 / 0 / 0.01222 / -
final: 2474 / -3.133 / -0.1673 / 72.42
after global routing: 2474 / -4.473 / -0.2105 / 72.42
after global placement: 1798 / -36.04 / -0.9825 / 52.64
[critical path: cells and delay by family]
family | cells | cell delay [ns]
and+or+nand+nor | 1 | 0.11
adders and majority gates | 1 | 0.14
AOI/OAI and AO/OA | 1 | 0.06
buffers and inverters | 5 | 0.45
[cells in the mapped netlist, drive strengths merged]
cell	count
a21boi	2
a21oi	2
and2	4
buf	11
conb	1
ha	30
inv	17
mux2	1
mux2i	2
nand2	9
nand2b	11
nand3	4
nor2	4
nor2b	11
o211ai	4
o21ai	19
[repair_timing]
item	CTS	global route
gates resized	374	41
endpoints found under the setup margin	42	42
buffers inserted	8	2
pin swaps	38	19
[layout make-up]
| type | count | area share (%) |
|---|---|---|
| Inverter | 17 | 4.704 |
| Multi-Input combinational cell | 109 | 57.92 |
| Tap cell | 46 | 2.327 |
| Timing Repair Buffer | 104 | 35.05 |
[per-layer routing]
| metal | GRT usage [%] | up-vias |
|---|---|---|
| met4 | 0.7042 | 0 |
| met5 | 0 | - |
| met2 | 18.78 | 37 |
| met1 | 13.45 | 541 |
| li1 | - | 612 |
| met3 | 2.159 | 2 |
[how the worst max path moves through the flow]
stage | start | end | slack [ns]
5_1_grt | key_c[0] | seg0[7] | -0.21
6_report | key_c[0] | seg0[7] | -0.17
4_1_cts | count[1] | seg6[7] | -0.15
No activity file was given, so power comes from the tool's default toggle rates.
