$ cat flow/design.v
module code_analysis(
    input clk,
    input rstn,
    input code_valid,
    input [7:0] code,
    output reg key_valid,
    output reg [7:0] key_a,
    output reg [7:0] key_c,
    output [7:0] count
);
    reg [7:0] code_reg;
    reg       code_reg_valid;
    reg       releasing;
    reg [7:0] key_reg;
    reg       key_valid_d1;
    wire      new_key;
    reg [3:0] count0;
    reg [3:0] count1;
    always @(posedge clk or negedge rstn) begin
        if (!rstn) begin
            code_reg <= 8'h00;
        end
        else if(code_valid) begin
            code_reg <= code;
        end
    end
    always @(posedge clk or negedge rstn) begin
        if (!rstn) begin
            code_reg_valid <= 1'b0;
        end
        else begin
            code_reg_valid <= code_valid;
        end
    end
    always @(posedge clk or negedge rstn) begin
        if (!rstn) begin
            key_valid <= 1'b0;
        end
        else if(code_reg_valid) begin
            if (releasing && (code_reg == key_reg)) begin
                key_valid <= 1'b0;
            end
            else if (code_reg_valid && ~releasing && code_reg != 8'hf0) begin
                key_valid <= 1'b1;
            end
        end
    end
    always @(posedge clk or negedge rstn) begin
        if (!rstn) begin
            releasing <= 1'b0;
        end
        else if(code_reg_valid) begin
            if (code_reg == 8'hf0) begin
                releasing <= 1'b1;
            end
            else if (releasing) begin
                releasing <= 1'b0;
            end
        end
    end
    reg [7:0] key_c2a_mem [0:255];
    initial begin
        $readmemh("resources/key_c2a.mem", key_c2a_mem);
    end
    always @(posedge clk or negedge rstn) begin
        if (!rstn) begin
            key_a <= 8'h00;
        end
        else if(code_reg_valid) begin
            if (code_reg != 8'hf0) begin
                key_a <= key_c2a_mem[code_reg];
            end
        end
    end
    always @(posedge clk or negedge rstn) begin
        if (!rstn) begin
            key_c <= 8'h00;
        end
        else if(code_reg_valid) begin
            if ((code_reg != 8'hf0) && ~releasing) begin
                key_c <= code_reg;
            end
        end
    end
    always @(posedge clk or negedge rstn) begin
        if (!rstn) begin
            key_reg <= 8'h00;
        end
        else if(code_reg_valid) begin
            if ((code_reg != 8'hf0) && ~releasing) begin
                key_reg <= code_reg;
            end
        end
    end
    always @(posedge clk or negedge rstn) begin
        if (!rstn) begin
            key_valid_d1 <= 1'b0;
        end
        else begin
            key_valid_d1 <= key_valid;
        end
    end
    assign new_key = (key_valid & ~key_valid_d1) | (key_valid & code_reg_valid & (code_reg != 8'hf0) & (code_reg != key_reg) & ~releasing);
    always @(posedge clk or negedge rstn) begin
        if (!rstn) begin
            count0 <= 4'h0;
        end
        else if(new_key) begin
            if (count0 < 4'h9) begin
                count0 <= count0 + 4'h1;
            end
            else begin
                count0 <= 4'h0;
            end
        end
    end
    always @(posedge clk or negedge rstn) begin
        if (!rstn) begin
            count1 <= 4'h0;
        end
        else if(new_key && (count0 == 4'h9)) begin
            if (count1 < 4'h9) begin
                count1 <= count1 + 4'h1;
            end
            else begin
                count1 <= 4'h0;
            end
        end
    end
    assign count = {count1, count0};
endmodule
$ cat flow/run.sh
#!/bin/bash
# OpenROAD 26Q1-2900-gdf79404cd8, Yosys 0.63+post, stock flow scripts
make -C /OpenROAD-flow-scripts/flow DESIGN_CONFIG=/design/flow/config.mk WORK_HOME=/design/flow/orfs finish
$ cat flow/config.mk
export PLATFORM = sky130hd
export DESIGN_NAME = code_analysis
export DESIGN_NICKNAME = code_analysis
export VERILOG_FILES = /design/flow/design.v
export SDC_FILE = /design/flow/constraint.sdc
export NUM_CORES = 4
export LEC_CHECK = 1
export CORE_AREA = 10 10 105 105
export DIE_AREA = 0 0 115 115
export SYNTH_HDL_FRONTEND = slang
$ cat flow/constraint.sdc
current_design code_analysis

set clk_period 4.0
set clk_io_pct 0.2

create_clock -name clk0 -period $clk_period [get_ports {clk}]

set non_clock_inputs [all_inputs -no_clocks]
set_input_delay [expr $clk_period * $clk_io_pct] -clock clk0 $non_clock_inputs
set_output_delay [expr $clk_period * $clk_io_pct] -clock clk0 [all_outputs]
==> GITHUB_STEP_SUMMARY <==
### Flow metrics

| Metric | Value |
|---|---|
| Met3 usage | `1.64%` |
| Setup TNS | `0 ps` |
| Synth cell types | `33` |
| Post-CTS sizing | `0` |
| Grt ovf | `0` |
| Unrepaired setup endpoints after global routing | `no` |
| Met2 Usage GRT | `6.23%` |
| Final min period | `2210 ps` |
| Max cap viols | `0` |
| Total die size | `13200 µm²` |
| Non-Filler Instances | `266` |
| Run status | `complete, no violations` |
| Slew Viols, Final | `0` |
| DP Worst Slack | `1800 ps` |
| Top-level port count | `36` |
| First-pass GRT wire length | `5070 µm` |
| Placed cells | `262` |
| Pwr Density | `470 nW/µm²` |
| ANT nets after route | `0` |
| CTS tree | `yes` |
| CTS Buffer Depth | `2` |
| # setup viols final | `0` |
| P&R area growth vs syn | `30.2%` |
| CTS root buffer | `clkbuf_8` |
| Drt initial violations | `35` |
| Vias in the first global route | `971` |
| H-tree depth | `1` |
| Total CTS buffers | `3` |
| DR WL/cell | `11.6 µm` |
| Port bufs | `27` |
| Clk_skew | `3.43 ps` |
| Peak VDD IR | `0.270 mV` |
| Setup crit start kind | `register` |
| Finished Cell Area | `1880 µm²` |
| Syn. warnings | `0` |
| Final GP Congestion | `0.810` |
| Final hold viol count | `0` |
| Initial antenna violation count | `0` |
| M1 GR Usage | `7.40%` |
| Hold_buf cts | `0` |
| Clock Sink Count | `28` |
| Slowest CP cell | `or4_4` |
| Via count | `985` |
| Synth flops | `28` |
| Yosys Chip Area | `1450 µm²` |
| DRC viols | `0` |
| Max Freq | `452 MHz` |
| CP Class | `register to register` |
| Total power | `0.885 mW` |
| Synth Area per Inst | `11.1 µm²` |
| Flip-flops with a built-in enable | `0` |
| Seq/Total Area, Yosys | `48.4%` |
| Final worst slack | `1790 ps` |
| Async SR Flop Fraction | `100%` |
| Setup bufs post-CTS | `0` |
| Largest net degree at the start of global routing | `29` |
| Slew Limit Headroom | `65.2%` |
| Routed vias/inst | `3.70` |
| Critical Path AT | `2380 ps` |
| Mapped cell area | `1450 µm²` |
| Period utilization | `55.3%` |
| FP Core Util | `16.5%` |
| Required time of the worst setup path | `4160 ps` |
| Cells after synthesis | `130` |
| Least-Margin Pin Slew | `523 ps` |
| Die width | `115 µm` |
| Crit. End Element | `register` |
| Worst path max stage delay | `550 ps` |
| Reg area | `701 µm²` |
| HPWL after detailed placement | `2440 µm` |
| Row Count | `34` |
| Gr usage total | `4.68%` |
| # fillers | `949` |
| LEAKAGE | `0.764 nW` |
| Clock Pin Slew Worst Setup and Hold Paths | `90 ps` |
| Top FF cell, synth | `dfrtp_1` |
| Drt pass-1 iters | `4` |
| Hold Path Class | `register to register` |
| Logic area | `664 µm²` |
| Worst path cell trace | `or4_4, o21ai_2, o21bai_4, a21oi_4, mux2_4` |
| Crit-path max FO | `11` |
| OpenROAD warnings | `28` |
| Post-Place Cell Area | `1810 µm²` |
| Top Usage Layer GRT | `met1` |
| Core area | `8760 µm²` |
| Skew-Pair Late Insertion Delay | `270 ps` |
| Final wirelength | `3090 µm` |
| ANT cells | `0` |
| Layout cells sized above 1 | `12.0%` |
| Yosys stat cell total | `130` |
| Height of the die | `115 µm` |
## worst max-delay path, delay by kind of cell, from the launching register on
family	cells	cell delay [ps]
compound gates	3	830
flops	1	420
mux	1	300
simple gates	1	550
## layer usage
| layer | part of all wire, % | wire, µm |
|---|---|---|
| met4 | 0 | 0 |
| met3 | 5.1 | 158 |
| met2 | 40 | 1230 |
| met1 | 55 | 1700 |
| met5 | 0 | 0 |
## layout by cell type, fill, tap and decap left out, types with 2 or more instances in the layout
cell type / netlist / routed
mux2i_1: 3 / 3
ha_1: 5 / 5
nand2_1: 17 / 17
nand4_1: 6 / 6
conb_1: 1 / 8
nand3_1: 2 / 2
mux2_2: 9 / 9
inv_1: 9 / 9
a211oi_1: 2 / 2
nor2b_1: 2 / 2
dfrtp_1: 28 / 28
xnor2_1: 8 / 8
a21oi_1: 4 / 4
nor2_1: 3 / 3
clkdlybuf4s50_1: 0 / 27
mux2_1: 4 / 4
o22ai_1: 2 / 2
clkbuf_8: 0 / 3
## worst paths after layout
kind,startpoint,end,slack [ps],cells past startpoint
worst max-delay path,code_reg[1],count0[0],1790,5
worst min-delay path,releasing,key_valid,510,1
worst max register to register,code_reg[1],count0[0],1790,5
worst min register to register,releasing,key_valid,510,1
max in group asynchronous,rstn,count1[2],2830,2
min in group asynchronous,rstn,code_reg[0],900,2
## synthesized netlist by cell type (2+ instances only)
cell       n  area, µm²
dfrtp_1   28        701
nand2_1   17       63.8
inv_1      9       33.8
mux2_2     9        101
buf_4      8       60.1
xnor2_1    8       70.1
nand4_1    6       37.5
ha_1       5       62.6
a21oi_1    4       20.0
mux2_1     4       45.0
mux2i_1    3       30.0
nor2_1     3       11.3
a211oi_1   2       15.0
buf_2      2       10.0
nand3_1    2       10.0
nor2b_1    2       12.5
o22ai_1    2       12.5
## final cells by class
type	instances	share of cell area, %
Clock buffer	3	2.19
Sequential cell	28	37.2
Inverter	9	1.79
Timing Repair Buffer	28	14.8
Clock inverter	1	1.59
Tap cell	108	7.18
Multi-Input combinational cell	89	35.3
## power breakdown
part           total (mW)  internal (mW)  leakage [nW]  switching (mW)
Combinational       0.273          0.167         0.394           0.107
Clock               0.220          0.134        0.0357          0.0865
Sequential          0.391          0.332         0.335          0.0599
Total               0.885          0.632         0.764           0.253
## per-stage QoR
| stage | hold WS (ps) | utilization, % |
|---|---|---|
| global route | 534 | 21.5 |
| floorplan | 414 | - |
| global placement | 483 | 20.7 |
| finish | 510 | 21.5 |
| CTS | 517 | 21.5 |
| detailed placement | 490 | 20.7 |
## kinds of logic after synthesis
logic type      synth area share [%]
compound gates                  10.0
xor+xnor                        4.84
fa+ha+maj                       4.33
buf+inv                         7.44
flops                           48.4
mux                             13.2
other cells                    0.259
simple gates                    11.4
No activity file was given, so power comes from the tool's default toggle rates.
